### ./config.mk
export PLATFORM = sky130hd
export DESIGN_NAME = Paddles
export DESIGN_NICKNAME = Paddles
export VERILOG_FILES = /design/flow/design.v
export SDC_FILE = /design/flow/constraint.sdc
export NUM_CORES = 4
export LEC_CHECK = 1
export CORE_AREA = 10 10 113 113
export DIE_AREA = 0 0 123 123
### ./constraint.sdc
current_design Paddles

set clk_period 5.3
set clk_io_pct 0.2

create_clock -name clk0 -period $clk_period [get_ports {clock}]

set non_clock_inputs [all_inputs -no_clocks]
set_input_delay [expr $clk_period * $clk_io_pct] -clock clk0 $non_clock_inputs
set_output_delay [expr $clk_period * $clk_io_pct] -clock clk0 [all_outputs]
### ./design.v
module Paddles #(
    parameter paddle_width = 9'd5,     
    parameter paddle_length = 9'd40,     
	 parameter paddleU_ini=9'd100,
	 parameter paddleD_ini=9'd100      
	 ) (
	 input clock,
	 input reset,
	 input key3,
	 input key2,
	 input key1,
	 input key0,     
	 output wire [7:0] paddleU_pos,     
	 output wire [7:0] paddleD_pos     
	 );
   reg [7:0]	paddleU_ls;     
	reg [7:0]	paddleU_rs;     
	reg [7:0]	paddleD_ls;     
	reg [7:0]	paddleD_rs;     
	 assign paddleU_pos = paddleU_ls + (paddle_length/ 8'd2 - 8'd1);
	 assign paddleD_pos = paddleD_ls + (paddle_length/ 8'd2 - 8'd1);
	 always @ (posedge clock) begin
      if (reset) begin     
		   paddleU_ls=paddleU_ini;
	      paddleD_ls=paddleD_ini;
	   end 
		if (key3 && paddleU_ls>=8'd0) begin      
            paddleU_ls=paddleU_ls-8'd1;
				paddleU_rs=paddleU_rs-8'd1;
      end 
		if (key2 && paddleU_rs<=8'd239) begin    
			paddleU_ls=paddleU_ls+8'd1;
			paddleU_rs=paddleU_rs+8'd1;
	   end 
		if (key1 && paddleD_ls>=8'd0) begin      
         paddleD_ls=paddleD_ls-8'd1;
			paddleD_rs=paddleD_rs-8'd1;
	   end
		if (key0 && paddleD_rs<=8'd239) begin    
         paddleD_ls=paddleD_ls+8'd1;
			paddleD_rs=paddleD_rs+8'd1;	
	     end
	 end
endmodule	  
### ./run.sh
#!/bin/bash
# OpenROAD 26Q1-2900-gdf79404cd8, Yosys 0.63+post, stock flow scripts
make -C /OpenROAD-flow-scripts/flow DESIGN_CONFIG=/design/flow/config.mk WORK_HOME=/design/flow/orfs finish
==> Slide: Implementation Results <==
Key Metrics from the Run

Run status
  – Run status: finished, final reports clean

Clock network
  – Clk buf depth: 2
  – # hold bufs at CTS: 0
  – Setup repair bufs after CTS: 0
  – Resized Gates After CTS: 0
  – Clock sinks: 32
  – Htree depth: 2
  – CTS tree: yes
  – Clk root buf: clkbuf_8
  – Later-pin clock latency in the skew report: 0.28 ns
  – Clk slew on worst S/H paths: 0.07 ns
  – CTS buffer count: 5

Worst setup path
  – Worst Setup EP: paddleD_rs[7]
  – CP startpoint: key1
  – Worst Path Required: 5.52 ns
  – Crit path depth: 7
  – RR Startpoint: paddleD_rs[0]
  – Arr. time, crit path: 3.94 ns
  – Reg-to-Reg End: paddleD_rs[7]
  – Critical Path Source Type: primary input
  – Crit-path leading delay family: simple AND/OR/NAND/NOR gates
  – Crit. End Element: flip-flop
  – Crit Path Max Fanout: 15
  – FF-to-FF setup slack: 2.66 ns
  – Critical path type: in2reg
  – R2R depth: 8
  – Cell Chain, Critical Path: clkdlybuf4s50_1 > nor4b_1 > a21bo_2 > o31a_1 > nor4b_1 > a211oi_1 > nand3_1
  – Slowest stage delay, CP: 0.78 ns
  – Slowest-stage cell, CP: clkdlybuf4s50_1
  – WP buf/inv: 1
  – CP most frequent cell: nor4b_1

Cells and area
  – Final Core Density: 0.266
  – Fin cells: 431
  – Layout cell share with drive strength beyond 1: 0.0949
  – Synth-to-layout area growth: 19.8%

Synth
  – Avg Synthesized Cell Area: 8.33 µm²
  – Area reported by Yosys stat: 0.00229 mm²
  – Post-Syn Area: 0.00229 mm²
  – Yosys cell types: 48
  – Yosys warns: 1
  – Seq share, synth: 0.280
  – Yosys stat cell total: 275
  – Fraction of registers with async set/reset: 0
  – Ys flop type: dfxtp_1
  – Synth Register Bits: 32
  – Cell count after synthesis: 275
  – Number of flops mapped to enable cells by yosys: 0

Power
  – VDD IR max: 0.200 mV
  – P_leak: 1.02 nW
  – Pwr per Cell Area: 557 mW/mm²

Timing
  – Peak Freq: 269 MHz
  – Final hold vios: 0
  – Worst-margin pin slew: 0.678 ns
  – Fin Clk Skew: 0.00681 ns
  – Slew HR: 0.542
  – Period utilisation layout: 0.702
  – TNS Setup: 0 ns
  – Final Slew Violations: 0
  – Setup violators final: 0
  – RSZ-0062 raised after global routing: no
  – Final Critical Period: 3.72 ns

Place
  – I/O Buffers: 21
  – Placed Cells incl. Taps: 423
  – Final HPWL DP: 3260 µm
  – GPL Wtd Cong: 0.802

Detailed routing
  – Router iterations before antenna repair: 4
  – DR vias/cell: 4.23
  – Post-route ant nets: 0
  – # diodes: 0
  – WL/cell: 9.44 µm
  – Via count: 1825
  – Total wire length: 4070 µm
  – Remaining DRCs: 0
  – Iter 0 DRT Violations: 47

Worst hold path
  – Hold WC Path Type: reg2reg

Floorplanning
  – Core Area: 0.0103 mm²
  – Die Span Y: 123 µm
  – IO Count: 22
  – Chip area: 0.0151 mm²
  – Starting density of the core: 0.222
  – Die X: 123 µm
  – Row count: 37

Job
  – Tool warnings: 25
  – Max Cap Violations: 0

GRT
  – Grt total ovfl: 0
  – Vias in the first global route: 1625
  – Largest net degree at the start of global routing: 19
  – Global-route wire length before repair: 7040 µm
  – Initial antenna violation count: 0
  – Total global-route track usage: 0.0540
==> cells in the mapped netlist (all sizes together), types with 3 or more instances <==
cell type	count	area [µm²]
nor3b	3	22.5
or4	3	30.0
nand3	7	35.0
or2	4	25.0
xnor2	40	350
nand2	31	116
nand2b	7	43.8
ha	10	125
nor3	5	25.0
nor4bb	3	30.0
o21ai	7	35.0
clkbuf	5	18.8
xor2	23	201
buf	4	16.3
nor4b	6	52.6
nor2	28	108
dfxtp	32	641
nor4	6	50.0
inv	17	63.8
==> power by group <==
group	internal [mW]	switching (mW)	total (mW)
Clock	0.139	0.0888	0.228
Combinational	0.469	0.352	0.821
Sequential	0.346	0.132	0.478
==> per-layer routing <==
metal / part of all wire / vias up / track usage
li1: - / 970 / -
met1: 0.47 / 823 / 0.0708
met2: 0.46 / 30 / 0.0904
met3: 0.066 / 2 / 0.0143
met4: 0.0061 / 0 / 0.00655
met5: 0 / - / 0
==> how the worst min path moves through the flow <==
stage / from / endpoint / cells past startpoint
6_report: paddleD_rs[7] / paddleD_rs[7] / 2
5_1_grt: paddleD_rs[6] / paddleD_rs[6] / 1
4_1_cts: paddleD_rs[7] / paddleD_rs[7] / 2
==> cell usage in the layout (no fill, tap or decap), drive strengths merged, types with 2 or more instances in the layout <==
master         instances
dfxtp                 32
o21ai                  7
clkbuf                 6
mux2i                  2
nand4b                 2
nor3b                  3
xor2                  23
and3                   2
a21oi                  2
or3b                   2
nor3                   5
ha                    10
or3                    2
nor4b                  6
nand3b                 2
inv                   17
mux2                   2
nor4                   6
clkdlybuf4s50         21
or2                    4
nand4                  2
nand2                 31
nor4bb                 3
nand3                  7
nand2b                 7
xnor2                 40
or4                    3
nor2                  28
a31oi                  2
==> registers in the layout (all words and copies together) (netlist names) <==
signal	cells
paddleD_rs	8
paddleU_rs	8
paddleD_ls	8
paddleU_ls	8
==> worst min-delay path, delay by kind of cell, from the launching register on <==
family	cells	cell delay, ns
flops	1	0.36
simple gates	2	0.15
==> kinds of logic after synthesis <==
kind of cell | count (synthesis) | synth area share
muxes | 4 | 0.0186
xor gates and xnor gates | 63 | 0.241
buffers and inverters | 26 | 0.0432
and+or+nand+nor | 117 | 0.287
DFF | 32 | 0.280
adders and majority gates | 10 | 0.0546
AOI/OAI and AO/OA | 23 | 0.0754
==> through the flow <==
| stage | hold WS, ns | setup slack, ns | power [mW] | area [µm²] |
|---|---|---|---|---|
| after floorplan | 0.511 | 2.33 | 1.02 | 2290 |
| after global placement | 0.555 | 1.36 | 1.31 | 2640 |
| after detailed placement | 0.548 | 1.26 | 1.32 | 2640 |
| after CTS | 0.560 | 1.55 | 1.56 | 2740 |
| after global routing | 0.600 | 1.20 | 1.68 | 2740 |
| final | 0.558 | 1.58 | 1.53 | 2740 |
==> final cells by class <==
| type | instances | area [µm²] |
|---|---|---|
| tap | 136 | 170 |
| inverter | 17 | 63.8 |
| sequential | 32 | 641 |
| fill | 1079 | 7580 |
| timing repair buffer | 21 | 210 |
| clock inverter | 2 | 35.0 |
| multi-input combinational | 217 | 1550 |
| clock buffer | 6 | 72.6 |
No activity file was given, so power comes from the tool's default toggle rates.
